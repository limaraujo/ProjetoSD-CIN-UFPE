--- ./config.mk ---
export PLATFORM = sky130hd
export DESIGN_NAME = PCBranch
export DESIGN_NICKNAME = PCBranch
export VERILOG_FILES = /design/flow/design.v
export SDC_FILE = /design/flow/constraint.sdc
export NUM_CORES = 4
export LEC_CHECK = 1
export CORE_AREA = 10 10 92 92
export DIE_AREA = 0 0 102 102
--- ./constraint.sdc ---
current_design PCBranch

set clk_period 15.0
set clk_io_pct 0.2

create_clock -name clk0 -period $clk_period

set non_clock_inputs [all_inputs -no_clocks]
set_input_delay [expr $clk_period * $clk_io_pct] -clock clk0 $non_clock_inputs
set_output_delay [expr $clk_period * $clk_io_pct] -clock clk0 [all_outputs]
--- ./design.v ---
module PCBranch (
    input wire [31:0] pc,          
    input wire [31:0] signImm,     
    output wire [31:0] pcBranch    
);
    assign pcBranch = pc + (signImm << 2);
endmodule
--- ./run.sh ---
#!/bin/bash
# OpenROAD 26Q1-2900-gdf79404cd8, Yosys 0.63+post, stock flow scripts
make -C /OpenROAD-flow-scripts/flow DESIGN_CONFIG=/design/flow/config.mk WORK_HOME=/design/flow/orfs finish
==> impl_metrics.tcl <==
# implementation run metrics
set metrics [dict create \
    ys_sh_xor 0.134 \
    logic_family "AND-OR/OR-AND gates" \
    dp_hpwl_um 4880 \
    required_ns 12.00 \
    setup_slack_ns 5.88 \
    synth_top_area_share 0.206 \
    synthAoiAreaFrac 0.397 \
    cap_violations 0 \
    path_class "in2out" \
    grt_max_degree 10 \
    initCoreUtil 0.273 \
    io_pins 96 \
    postCtsHoldBufs 0 \
    switchingPower_mw 0.0503 \
    yosys-stat-area_um2 1760 \
    grt_first_pass_wirelength_um 8750 \
    core_um2 6460 \
    drv_slew 0 \
    crit_path_end_kind "output pin" \
    viasPerCell 5.02 \
    syn_avg_cell_area_um2 7.44 \
    ys_warn_count 0 \
    vdd_drop_max_mv 0.0163 \
    power.density_nw_per_um2 46.3 \
    worst_slew_pin_slew_ns 0.357 \
    die_h_um 102 \
    overflow 0 \
    dr.pass1.iters 4 \
    pre_cts_ws_ns 5.92 \
    nClkBuffers 0 \
    fa_ha_area_frac 0.217 \
    synthMuxAreaShare 0 \
    vias 1957 \
    rsz0062_at_grt "false" \
    regArea_um2 0 \
    setup_viol 0 \
    antenna_found_initial 0 \
    yosys.stat.seqShare 0 \
    io_buffers 90 \
    min_period_ns 9.12 \
    netlist_area_um2 1760 \
    syn2layout_area_growth_pct 52.1 \
    ant_nets 0 \
    drc_errors 0 \
    min_period_over_period 0.608 \
    postCtsSetupBuffers 0 \
    critPathLaunchType "input port" \
    yosys_cells 237 \
    simple_gate_share 0.182 \
    area_leaders "ha_1, xnor2_1, a21oi_1, a21o_1, nand2_1" \
    clock.fmax_ghz 0.110 \
    ys_types 52 \
    post-synth-top-area-cell "ha_1" \
    openroad.warnings 34 \
    tns_ns 0 \
    total_power_mw 0.124 \
    syn_inst 237 \
    ff_count 0 \
    worstPathArrival_ns 6.12 \
    p_clk_frac 0 \
    grt_pass1_vias 1880 \
    layout-drive-gt1-share 0.0575 \
    hold_path.class "in2out" \
    routed_wl_um 5510 \
    drt-wirelength-per-cell_um 14.1 \
    diodes 0 \
    post_cts_resized 0 \
    die_width_um 102 \
    slew_headroom 0.759 \
    rows 29 \
    outcome "finished, final reports clean" \
    chip_area_um2 10400 \
    intPower_mw 0.0739 \
    pwr-share-comb 1.000 \
    seq_power_share 0 \
    path_max_fanout 4 \
    finalHoldViolations 0 \
    final_core_util 0.415 \
    drtIter0Drc 48 \
    p_leak_nw 1.11 \
    swShare 0.405 \
    gp_congestion 0.854 \
    grt_usage 0.0991 \
]
-- cells by family (layout without fill, tap and decap cells) --
logic type	Yosys count	count (layout)
compound gates	89	89
simple gates	65	65
fa+ha+maj	30	30
xor+xnor	27	27
buf+inv	26	102
-- routing by layer --
layer | vias up | GRT usage | routed length [µm]
li1 | 1035 | - | -
met1 | 860 | 0.132 | 2550
met2 | 58 | 0.161 | 2370
met3 | 4 | 0.0334 | 582
met4 | 0 | 0.00325 | 11
met5 | - | 0 | 0
-- worst max-delay path: stages --
cell and delay (ns):
clkdlybuf4s50_1 0.46, ha_1 0.16, inv_1 0.05, fa_1 0.39, nor2b_1 0.18, o2111ai_1 0.18
and3_4 0.25, o311ai_4 0.36, a31oi_1 0.23, o21ai_1 0.20, xor2_1 0.16, clkdlybuf4s50_1 0.49
-- placed cells by master (no fill, tap or decap), types with 2 or more instances in the layout --
cell | netlist | routed
o21bai_1 | 4 | 4
o21ai_0 | 10 | 10
o21ai_1 | 4 | 4
a31oi_1 | 4 | 4
o21a_1 | 3 | 3
o21ai_2 | 2 | 2
xor2_1 | 8 | 8
a21oi_1 | 23 | 23
nand2_1 | 19 | 19
a311oi_1 | 2 | 2
a21o_1 | 15 | 15
nand2b_1 | 2 | 2
nor2_1 | 15 | 15
inv_1 | 12 | 12
a21oi_2 | 2 | 2
nor3_1 | 6 | 6
xnor2_1 | 19 | 19
o311ai_4 | 2 | 2
nand3_1 | 7 | 7
nand4_1 | 6 | 6
ha_1 | 29 | 29
clkdlybuf4s50_1 | 0 | 90
nor2b_1 | 3 | 3
-- layout make-up --
class / count / area (µm²)
fill: 662 / 3780
multi-input combinational: 211 / 1640
timing repair buffer: 90 / 901
tap: 77 / 96.3
inverter: 12 / 45.0
-- synth_stat cells (2+ instances only) --
cell	n
a21o_1	15
a21oi_1	23
a21oi_2	2
a311oi_1	2
a31oi_1	4
buf_2	3
buf_4	2
buf_6	2
clkbuf_1	7
ha_1	29
inv_1	12
nand2_1	19
nand2b_1	2
nand3_1	7
nand4_1	6
nor2_1	15
nor2b_1	3
nor3_1	6
o21a_1	3
o21ai_0	10
o21ai_1	4
o21ai_2	2
o21bai_1	4
o311ai_4	2
xnor2_1	19
xor2_1	8
-- power by group through the flow --
stage | registers, mW | clock network [mW] | logic [mW]
CTS | 0 | 0 | 0.126
finish | 0 | 0 | 0.124
global route | 0 | 0 | 0.137
-- stage by stage --
stage	std cells	hold WS [ns]	instance area [µm²]
final	390	6.00	2680
after global placement	390	6.00	2680
after floorplan	237	6.07	1760
after global routing	390	6.00	2680
after CTS	390	6.00	2680
after detailed placement	390	6.00	2680
-- path summary, 6_finish.rpt --
path / start / endpoint / depth (start not counted)
min: pc[0] / pcBranch[0] / 0
max: pc[2] / pcBranch[28] / 12
Power is estimated from default activity; no workload was simulated.
