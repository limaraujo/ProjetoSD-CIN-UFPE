===== /design/flow/config.mk =====
export PLATFORM = sky130hd
export DESIGN_NAME = RegisterFile
export DESIGN_NICKNAME = RegisterFile
export VERILOG_FILES = /design/flow/design.v
export SDC_FILE = /design/flow/constraint.sdc
export NUM_CORES = 4
export LEC_CHECK = 1
export CORE_UTILIZATION = 50

===== /design/flow/constraint.sdc =====
current_design RegisterFile

set clk_period 5.9
set clk_io_pct 0.2

create_clock -name clk0 -period $clk_period [get_ports {clk}]

set non_clock_inputs [all_inputs -no_clocks]
set_input_delay [expr $clk_period * $clk_io_pct] -clock clk0 $non_clock_inputs
set_output_delay [expr $clk_period * $clk_io_pct] -clock clk0 [all_outputs]

===== /design/flow/design.v =====
module RegisterFile (
    input wire clk,              
    input wire we3,              
    input wire [4:0] a1,         
    input wire [4:0] a2,         
    input wire [4:0] a3,         
    input wire [31:0] wd3,       
    output wire [31:0] rd1,      
    output wire [31:0] rd2       
);
    reg [31:0] rf [31:0];        
    assign rd1 = (a1 != 0) ? rf[a1] : 0;    
    assign rd2 = (a2 != 0) ? rf[a2] : 0;    
    always @(posedge clk) begin
        if (we3) begin
            rf[a3] <= wd3;
        end
    end
endmodule

===== /design/flow/run.sh =====
#!/bin/bash
# OpenROAD 26Q1-2900-gdf79404cd8, Yosys 0.63+post, stock flow scripts
make -C /OpenROAD-flow-scripts/flow DESIGN_CONFIG=/design/flow/config.mk WORK_HOME=/design/flow/orfs finish

==> results.yml <==
# flow metrics
worst_setup_path:
  cpMostUsedCell: "clkdlybuf4s50_1"
  worstSetupPathType: "in2out"
  cpMaxStageDelayCell: "a211oi_1"
  crit_path_start_kind: "primary input"
  cp.arrival_ns: 4.69
  path_max_fanout: 48
  endpoint_kind: "primary output"
  cp.required_ns: 4.72
  critPathMaxStageDelay_ns: 1.14
  cp_cell_sequence: "clkdlybuf4s50_1 > or3b_2 > buf_12 > o221ai_1 > a211oi_1 > nor3_1 > buf_4 > clkdlybuf4s50_1"
job:
  warnings: 26
  maxCapViolCount: 0
logic_synthesis:
  yosysWarnings: 1
  synth_cells: 2400
  top_area_cell: "edfxtp_1"
  yosysMostFrequentCell: "edfxtp_1"
  async_flop_share_pct: 0
  ys_ff: 1024
  yosys_most_used_dff: "edfxtp_1"
  avgSynthCellArea_um2: 19.6
  top_cell_area_share_pct: 65.5
  edf_count: 1024
  top_cells_by_area: "edfxtp_1 65%, mux4_2 20%, mux2i_1 3.9%, a22o_1 1.2%, clkbuf_1 0.83%"
  ys_cells: 2400
  ys_area_um2: 47000
  ys_seq_share_pct: 65.5
  ys_top_cells_by_count: "1024 x edfxtp_1, 425 x mux4_2, 183 x mux2i_1"
  synth.distinct_cells: 40
  netlist_area_um2: 47000
finish:
  largest-register: "rf"
  fillCellCount: 6537
  largest_register_ffs: 1024
  drive_gt1_share_pct: 31.1
  biggestRegsByFlops: "rf (1024)"
  areaGrowthSynthToFinish_pct: 15.7
  regArea_um2: 30700
  comb_area_um2: 15400
placement:
  portBuffers: 112
  place_congestion: 0.924
  hpwlAfterDp_mm: 91.2
  preCtsSetupSlack_ns: -0.0887
final_timing:
  max_slew_margin_pct: 6.50
  fmax_ghz: 0.170
  worstMarginPinSlew_ns: 1.39
  post-route-min-period_ns: 5.87
  setup_viol: 0
  rsz0062_at_grt: "false"
  finalMaxSlewViolations: 0
  fin_setup_tns_ns: 0
  post-route-period-util_pct: 99.5
  whs_ns: 1.30
  hold_viol_final: 0
  worst_slack_ns: 0.0310
detailed_routing:
  vias: 26800
  routedWlPerCell_um: 37.6
  ant_nets: 0
  drc: 0
  top_layer: "met5"
  wirelength_mm: 149
  wl_met3_mm: 31.3
  wl_met2_mm: 68.4
  m1WireLength_mm: 43.2
  dr.pass1.iters: 7
  drtIter0Drc: 1669
  drt-vias-per-instance: 6.77
clock_tree:
  clk_pin_slew_ns: 0.06
  cts_hold_buf: 0
  cts-root-buf: "clkbuf_16"
  ctsResizeCount: 3
  numCtsBuffers: 107
  clock-sinks: 1024
  post-cts-setup-buffers: 0
  cts_tree: "done"
  clockBufferDepth: 3
  h-tree-depth: 3
floorplan:
  core_area_um2: 93200
  chipArea_um2: 95200
  num_rows: 112
  die_w_um: 308
  core_util_floorplan_pct: 50.4
  ioPinCount: 113
  die_y_um: 308
global_route:
  grt_pass1_vias: 30100
  grt_use_total_pct: 36.1
  grt_pass1_wl_mm: 211
  grt_overflow: 0
  antenna_found_initial: 1
  grt_start_max_net_pins: 69
worst_hold_path:
  worstHoldPathType: "in2reg"
power:
  p_leak_nw: 17.6
  p_per_area_nw_per_um2: 302
  p_total_mw: 16.4
  ir_worst_vdd_mv: 0.279
status:
  outcome: "complete, no violations"
[layer usage]
layer	up-vias	track usage (%)
met3	323	32.1
met4	6	10.8
li1	10900	-
met5	-	1.91
met2	2206	50.0
met1	13400	41.9
[worst max-delay path: cells and delay by family]
| kind | cells | cell delay (ns) |
|---|---|---|
| and+or+nand+nor | 2 | 0.40 |
| AOI/OAI and AO/OA | 2 | 1.34 |
| buffers and inverters | 4 | 1.74 |
[where the power goes]
group / internal [mW] / leakage (nW) / switching (mW)
sequential: 8.10 / 9.22 / 0.0353
clock: 3.92 / 1.72 / 2.82
combinational: 0.674 / 6.68 / 0.882
[layout by cell type (no fill, tap or decap), types with 7 or more instances in the layout]
master and count:
inv_1 24, o22ai_1 55, clkinv_1 19, mux2i_1 183, and2_1 12, nor4_1 9, nand3b_1 7, nand2_1 64
a211o_1 23, mux2_1 19, clkbuf_16 108, mux4_2 425, edfxtp_1 1024, nor3_1 30, buf_12 32, a22o_1 62
clkinv_2 26, a21oi_1 46, buf_4 162, nor2_4 33, a32o_1 9, a211oi_1 46, clkbuf_1 23, bufinv_16 13
o221ai_1 31, a221oi_1 23, a2111oi_0 28, clkdlybuf4s50_1 105
[kinds of logic after synthesis]
group | Yosys count | synth area share, %
simple gates | 187 | 1.94
mux | 632 | 24.9
compound gates | 331 | 5.41
flops | 1024 | 65.5
buf+inv | 226 | 2.31
[path summary, 6_finish.rpt]
path,from,endpoint,slack [ns],cells after the start
worst max-delay path,a2[3],rd2[26],0.03,8
worst min-delay path,wd3[27],rf[12][27],1.30,2
[per-stage QoR]
stage | util (%) | instances | area, um^2
global placement | 54.5 | 3756 | 50800
detailed placement | 54.5 | 3758 | 50800
floorplan | - | 2400 | 47000
global route | 58.3 | 3958 | 54300
CTS | 58.3 | 3958 | 54300
finish | 58.3 | 3959 | 54300
[cell type report]
| cell class | count | area share (%) |
|---|---|---|
| Sequential cell | 1024 | 56.6 |
| Inverter | 25 | 0.177 |
| Tap cell | 1254 | 2.89 |
| Clock inverter | 69 | 1.30 |
| Antenna cell | 1 | 0.00461 |
| Clock buffer | 131 | 5.13 |
| Multi-Input combinational cell | 1150 | 28.4 |
| Timing Repair Buffer | 305 | 5.49 |
Power figures rest on the tool's default switching activity, not on a simulated workload.
